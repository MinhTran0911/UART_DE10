===== /design/flow/constraint.sdc =====
current_design UART_Top

set clk_period 2.8
set clk_io_pct 0.2

create_clock -name clk0 -period $clk_period [get_ports {clk}]

set non_clock_inputs [all_inputs -no_clocks]
set_input_delay [expr $clk_period * $clk_io_pct] -clock clk0 $non_clock_inputs
set_output_delay [expr $clk_period * $clk_io_pct] -clock clk0 [all_outputs]

===== /design/flow/run.sh =====
#!/bin/bash
# OpenROAD 26Q1-2900-gdf79404cd8, Yosys 0.63+post, stock flow scripts
make -C /OpenROAD-flow-scripts/flow DESIGN_CONFIG=/design/flow/config.mk WORK_HOME=/design/flow/orfs finish

===== /design/flow/config.mk =====
export PLATFORM = sky130hd
export DESIGN_NAME = UART_Top
export DESIGN_NICKNAME = UART_Top
export VERILOG_FILES = /design/flow/design.v
export SDC_FILE = /design/flow/constraint.sdc
export NUM_CORES = 4
export LEC_CHECK = 1
export CORE_UTILIZATION = 40
export SYNTH_HDL_FRONTEND = slang

===== /design/flow/design.v =====
module HEX_Disp (hex_digit, segments);
	input logic [3:0] hex_digit;
	output logic [6:0] segments;
	typedef enum logic [6:0] {	ZERO = 7'b100_0000, ONE = 7'b111_1001, TWO = 7'b010_0100, THREE = 7'b011_0000,
										FOUR = 7'b001_1001, FIVE = 7'b001_0010, SIX = 7'b000_0010, SEVEN = 7'b111_1000,
										EIGHT = 7'b000_0000, NINE = 7'b001_0000, A = 7'b000_1000, B = 7'b000_0011,
										C = 7'b100_0110, D = 7'b010_0001, E = 7'b000_0110, F = 7'b000_1110, DASH = 7'b011_1111	} Patterns;
	always_comb begin
		case (hex_digit)
			4'd0: segments = ZERO;
			4'd1: segments = ONE;
			4'd2: segments = TWO;
			4'd3: segments = THREE;
			4'd4: segments = FOUR;
			4'd5: segments = FIVE;
			4'd6: segments = SIX;
			4'd7: segments = SEVEN;
			4'd8: segments = EIGHT;
			4'd9: segments = NINE;
			4'd10: segments = A;
			4'd11: segments = B;
			4'd12: segments = C;
			4'd13: segments = D;
			4'd14: segments = E;
			4'd15: segments = F;
			default: segments = DASH;
		endcase
	end  
endmodule 
module UART_Counter (clk, rstn, cnt_reset, half_bit_flag, full_bit_flag, packet_done);
	parameter BAUD_COUNT_WIDTH = 9;
	parameter FULL_BAUD_COUNT_TOP = 434;
	parameter HALF_BAUD_COUNT_TOP = 217;
	parameter BIT_COUNT_WIDTH = 4;
	parameter BIT_COUNT_TOP = 10;
	input logic clk, rstn, cnt_reset;
	output logic half_bit_flag, full_bit_flag, packet_done;
	logic [BAUD_COUNT_WIDTH-4'd1:0] baud_count;
	logic [BIT_COUNT_WIDTH-4'd1:0] bit_count;
	always_ff @(posedge clk) begin
		if (!rstn) baud_count <= 9'd0;
		else if (cnt_reset) baud_count <= 9'd0;
		else if (baud_count == FULL_BAUD_COUNT_TOP) baud_count <= 9'd0;
		else baud_count <= baud_count + 9'd1;
	end  
	assign half_bit_flag = (baud_count == HALF_BAUD_COUNT_TOP) ? 1'b1 : 1'b0;
	assign full_bit_flag = (baud_count == FULL_BAUD_COUNT_TOP) ? 1'b1 : 1'b0;
	always_ff @(posedge clk) begin
		if (!rstn) bit_count <= 4'd0;
		else if (bit_count == BIT_COUNT_TOP) bit_count <= 4'd0;
		else if (full_bit_flag) bit_count <= bit_count + 4'd1;
	end  
	assign packet_done = (bit_count == 4'd10) ? 1'b1 : 1'b0;
endmodule 
module UART_RX (clk, rstn, serial_dat_in, data);
	parameter BAUD_COUNT_WIDTH = 9;
	parameter FULL_BAUD_COUNT_TOP = 434;
	parameter HALF_BAUD_COUNT_TOP = 217;
	parameter BIT_COUNT_WIDTH = 4;
	parameter BIT_COUNT_TOP = 10;
	input logic clk, rstn, serial_dat_in;
	output logic [7:0] data;
	typedef enum {IDLE, RX, LOAD} States;
	logic [1:0] state, next_state;
	logic [9:0] shift_reg;
	logic get_bit;
	logic packet_done;
	logic idling;
	logic receiving;
	assign idling = ~receiving;
	UART_Counter Counter (	.clk(clk), 
									.rstn(rstn), 
									.cnt_reset(idling), 
									.half_bit_flag(get_bit), 
									.full_bit_flag(), 
									.packet_done(packet_done)
									);
	defparam 	Counter.BAUD_COUNT_WIDTH = BAUD_COUNT_WIDTH;
	defparam	Counter.FULL_BAUD_COUNT_TOP = FULL_BAUD_COUNT_TOP;
	defparam	Counter.HALF_BAUD_COUNT_TOP = HALF_BAUD_COUNT_TOP;
	defparam	Counter.BIT_COUNT_WIDTH = BIT_COUNT_WIDTH;
	defparam	Counter.BIT_COUNT_TOP = BIT_COUNT_TOP;
	always_ff @(posedge clk) begin
		if (!rstn) state <= IDLE;
		else state <= next_state;
	end  
	always_comb begin
		case (state)
			IDLE:
				begin
					if (serial_dat_in == 1'b0) next_state = RX;
					else next_state = IDLE;
				end  
			RX:
				begin
					if (packet_done) next_state = LOAD;
					else next_state = RX;
				end  
			LOAD:
				begin
					next_state = IDLE;
				end  
			default: next_state = IDLE;
		endcase
	end  
	always_comb begin
		if (state == RX) receiving = 1'b1;
		else receiving = 1'b0;
	end  
	always_ff @(posedge clk) begin
		if (!rstn) begin
			shift_reg <= 10'd0;
			data <= 8'd0;
		end  
		else begin
			if (state == RX && get_bit) shift_reg <= {serial_dat_in, shift_reg[9:1]};
			if (state == LOAD) data <= shift_reg[8:1];
		end  
	end  
endmodule 
module UART_TX (clk, rstn, send, send_data, serial_dat_out);
	parameter BAUD_COUNT_WIDTH = 9;
	parameter FULL_BAUD_COUNT_TOP = 434;
	parameter HALF_BAUD_COUNT_TOP = 217;
	parameter BIT_COUNT_WIDTH = 4;
	parameter BIT_COUNT_TOP = 10;
	input logic clk, rstn, send;
	input logic [7:0] send_data;
	output logic serial_dat_out;
	typedef enum {IDLE, TX} States;
	logic [9:0] shift_reg;
	logic state, next_state;
	logic sending, idling;
	logic packet_done;
	logic send_bit;
	assign idling = ~sending;
	UART_Counter Counter (	.clk(clk), 
							.rstn(rstn), 
							.cnt_reset(idling), 
							.half_bit_flag(), 
							.full_bit_flag(send_bit), 
							.packet_done(packet_done)
							);
	defparam BAUD_COUNT_WIDTH = BAUD_COUNT_WIDTH;
	defparam FULL_BAUD_COUNT_TOP = BIT_COUNT_TOP;
	defparam HALF_BAUD_COUNT_TOP = HALF_BAUD_COUNT_TOP;
	defparam BIT_COUNT_WIDTH = BIT_COUNT_WIDTH;
	defparam BIT_COUNT_TOP = BIT_COUNT_TOP;
	always_ff @(posedge clk) begin
		if (!rstn) state <= IDLE;
		else state <= next_state;
	end  
	always_comb begin
		case (state)
			IDLE:
				begin
					if (send) next_state = TX;
					else next_state = IDLE;
				end  
			TX:
				begin
					if (packet_done) next_state = IDLE;
					else next_state = TX;
				end  
			default: next_state = IDLE;
		endcase
	end  
	assign sending = (state == TX) ? 1'b1 : 1'b0;
	always_ff @(posedge clk) begin
		if (!rstn) begin
			shift_reg <= {10{1'b1}};
		end  
		else if (state == IDLE && send) shift_reg <= {1'b1, send_data, 1'b0};
		else if (state == TX && send_bit) begin
			shift_reg <= {1'b1, shift_reg[9:1]};
		end  
	end  
	always_ff @(posedge clk) begin
		if (!rstn) serial_dat_out <= 1'b1;
		else serial_dat_out <= shift_reg[0];
	end  
endmodule 
module Edge_Detector (clk, rstn, sig, pe, ne);
	input logic clk, rstn, sig;
	output logic pe, ne;
	logic prev_sig;
	always_ff @(posedge clk) begin
		prev_sig <= sig;
	end
	assign pe = ~prev_sig & sig;
	assign ne = prev_sig & ~sig;
endmodule 
module UART_Top (clk, rstn, serial_in, send, data_send, serial_out, HEX);
	input logic clk, rstn, serial_in, send;
	input logic [7:0] data_send;
	output logic [6:0] HEX [0:1];
	output logic serial_out;
	logic [7:0] data_out;
	logic send_negedge;
	Edge_Detector Send_Negedge_Detector (.clk(clk),
														.rstn(rstn),
														.sig(send),
														.pe(),
														.ne(send_negedge)
														);
	UART_RX UART_Receiver (	.clk(clk),
									.rstn(rstn),
									.serial_dat_in(serial_in), 
									.data(data_out)
									);
	UART_TX UART_Transmitter (	.clk(clk), 
										.rstn(rstn), 
										.send(send_negedge), 
										.send_data(data_send), 
										.serial_dat_out(serial_out)
										);
	HEX_Disp HEX_Disp_1 (.hex_digit(data_out[7:4]), .segments(HEX[1]));
	HEX_Disp HEX_Disp_2 (.hex_digit(data_out[3:0]), .segments(HEX[0]));
endmodule 

==> results.tsv <==
stage	metric	value	unit
status	status	finished clean	
yosys	Dominant Register Cell	dfxtp_1	
yosys	Syn Inst Count	361	
power_and_ir_drop	switching share of total power	21.5	%
grt	largest net degree at the start of global routing	31	
yosys	fraction of registers with async set/reset	0	%
final_layout	post-route cell area	0.00391	mm2
detailed_routing	WL per Instance	11.4	um
yosys	yosys warns	0	
worst_setup_path	CP Launch Type	input pin	
worst_setup_path	r2r worst-path depth	5	
worst_setup_path	crit end category	flop	
detailed_routing	initial drt markers	78	
place	placed cell areas	0.00374	mm2
sta	RSZ-0062 raised after global routing	no	
floorplan	I/O Pins	27	
floorplan	Core Util at FP	41.3	%
detailed_routing	antenna diode count	0	
job	OpenROAD warning count	40	
final_layout	layout cells sized above 1	10.0	%
clocking	# hold bufs at CTS	0	
yosys	Post-synth EDFFs	0	
place	hpwl dp	4000	um
power_and_ir_drop	Int Power	1.44	mW
worst_setup_path	WP data arrival	2.55	ns
sta	upper clock frequency limit	427	MHz
clocking	Reg clk slew, reported paths	0.07	ns
detailed_routing	drt total wl	5640	um
clocking	post-cts resize count	0	
power_and_ir_drop	power density over the cells	471	mW/mm2
sta	final setup violation count	0	
floorplan	DIE HEIGHT	94.1	um
worst_setup_path	worst r2r src	UART_Receiver.state[1]	
clocking	H-tree depth	3	
yosys	Yosys Instances	361	
grt	vias in the first global route	2182	
detailed_routing	# DRC	0	
worst_setup_path	crit-path max cell delay	0.66	ns
floorplan	die area	0.00886	mm2
detailed_routing	Via density	4.97	
yosys	Yosys chip area	0.00340	mm2
worst_setup_path	WP buf/inv	2	
floorplan	Std-Cell Rows	33	
sta	setup tns final	0	ns
clocking	Max Root-Sink Buffers	2	
sta	Final Skew	0.00538	ns
worst_setup_path	CP delay by family, top	buffers and inverters	
grt	GRT Util Overall	13.9	%
grt	first-pass GRT wire length	9630	um
min_path	Worst Hold End	UART_Transmitter.serial_dat_out	
worst_setup_path	Critical Path RT	3.01	ns
power_and_ir_drop	Gate power share	4.6	%
floorplan	core box area	0.00822	mm2
power_and_ir_drop	sw power	395	uW
clocking	CTS Sinks	72	
sta	min cycle time layout	2.34	ns
grt	initial antenna violation count	0	
yosys	post-synth cell types	51	
clocking	CTS tree	done	
clocking	Setup Fix Bufs, Post-CTS	0	
worst_setup_path	Cell Chain, Critical Path	clkdlybuf4s50_1, nor2b_1, inv_1, ha_1, mux4_1	
place	port bufs	26	
clocking	clk latency late pin	0.33	ns
final_layout	Layout fillers	766	
clocking	Root Driver	clkbuf_8	
sta	Slew @ Worst Pin	0.857	ns
detailed_routing	Antenna Nets Post-Route	0	
grt	GRT overflow	0	
place	RD Place Congestion	0.900	
power_and_ir_drop	worst IR drop on VDD	0.278	mV
yosys	post-synthesis area per instance	9.41	um2
yosys	ys flops	72	
detailed_routing	Pre-antenna DRT Iters	4	
final_layout	Comb area	0.00178	mm2
sta	relative slew slack	42.8	%
worst_setup_path	flop-to-flop setup slack	0.76	ns
power_and_ir_drop	leakage	1.50	nW
job	Max Cap Viol	0	
sta	endpoints failing hold	0	
clocking	CTS buffer count	9	
final_layout	Sequential cell area	0.00144	mm2
min_path	min-delay src	UART_Transmitter.shift_reg[0]	
yosys	Post-synth seq share	42.4	%
power_and_ir_drop	clock power share	37.7	%
floorplan	die x size	94.1	um
sta	Slew Limit Fails	0	
worst_setup_path	reg2reg end	HEX_Disp_2.segments[3]	
yosys	Syn Std Cell Area	0.00340	mm2
worst_setup_path	maximum fanout along the worst path	8	
min_path	Worst Hold Class	flop to flop	
min_path	hold path depth	2	
detailed_routing	vias after detailed routing	2459	
worst_setup_path	CP max stage cell	clkdlybuf4s50_1	
final_layout	area delta synth->final	15.0	%
worst_setup_path	type of the worst setup path	input pin to flop	
power_and_ir_drop	register share of total power	57.6	%
sta	Final period util	83.6	%
[stage by stage]
step	util, %	worst slack [ns]	cells	hold WS [ns]	power [mW]
3_3_place_gp	45.6	0.204	482	0.438	1.17
2_1_floorplan	-	0.513	361	0.391	1.14
4_1_cts	47.5	0.495	495	0.454	1.88
3_5_place_dp	45.6	0.144	482	0.439	1.17
5_1_grt	47.5	0.365	495	0.480	1.93
6_report	47.5	0.460	495	0.456	1.84
[how the worst max path moves through the flow]
stage / from / to / slack [ns] / cells past startpoint
6_report: rstn / HEX_Disp_1.segments[3] / 0.46 / 5
4_1_cts: rstn / HEX_Disp_1.segments[3] / 0.49 / 5
5_1_grt: rstn / HEX_Disp_1.segments[3] / 0.36 / 5
[metal layers]
metal,part of all wire [%],GRT usage (%)
met5,0,0
met4,1.1,1.41
met3,4.1,4.20
met2,45,22.1
met1,50,19.8
[logic make-up after synthesis]
| logic type | after synthesis | synth area share, % |
|---|---|---|
| XOR/XNOR | 18 | 4.64 |
| multiplexers | 26 | 8.62 |
| AND/OR/NAND/NOR | 136 | 20.2 |
| adder cells (fa/ha/maj) | 21 | 7.74 |
| AND-OR/OR-AND | 48 | 11.1 |
| buffers and inverters | 40 | 5.23 |
| flip-flops | 72 | 42.4 |
[cell type report]
class	instances	share of cell area, %
multi-input combinational	249	45.5
tap	105	3.36
inverter	24	2.31
timing repair buffer	32	7.82
clock buffer	12	3.97
sequential	72	36.9
clock inverter	1	0.128
[synthesized netlist by cell type, types with 2 or more instances]
master,n,area (um2)
and2_1,3,18.8
a211oi_1,3,22.5
nor2_1,34,128
o21ai_0,5,25.0
o32ai_1,3,26.3
inv_1,23,86.3
buf_2,7,35.0
xnor2_1,15,131
nor3_2,2,20.0
nand2_1,44,165
o22ai_1,2,12.5
a32o_1,5,50.1
xor2_1,3,26.3
a31o_2,8,70.1
ha_1,21,263
clkbuf_1,4,15.0
mux2i_1,21,210
nor3_1,3,15.0
dfxtp_1,72,1440
buf_4,3,22.5
nand3b_1,5,37.5
nand3_1,15,75.1
mux2_2,3,33.8
a21oi_1,5,25.0
nand2b_1,8,50.1
o221ai_1,9,78.8
nor2b_1,8,50.1
nand4_1,4,25.0
[worst reg2reg max path, delay by kind of cell (launching register included)]
family	cells	cell delay, ns
flops	1	0.48
mux	2	0.85
simple gates	1	0.22
fa+ha+maj	1	0.26
buf+inv	1	0.10
[power groups by stage]
stage	Clock (mW)	Combinational (mW)	Sequential, mW
6_report	0.694	0.0852	1.06
5_1_grt	0.769	0.0954	1.06
4_1_cts	0.729	0.0867	1.06
[layout by cell type, fill, tap and decap left out, drive strengths merged, types with 2 or more instances in the layout]
| cell type | n |
|---|---|
| a211oi | 3 |
| a21oi | 5 |
| a31o | 8 |
| a32o | 5 |
| and2 | 3 |
| buf | 6 |
| clkbuf | 12 |
| clkdlybuf4s50 | 26 |
| dfxtp | 72 |
| ha | 21 |
| inv | 24 |
| mux2 | 3 |
| mux2i | 21 |
| mux4 | 2 |
| nand2 | 44 |
| nand2b | 8 |
| nand3 | 15 |
| nand3b | 5 |
| nand4 | 4 |
| nor2 | 35 |
| nor2b | 8 |
| nor3 | 5 |
| nor4 | 2 |
| o21ai | 5 |
| o221ai | 9 |
| o22ai | 2 |
| o32ai | 3 |
| xnor2 | 15 |
| xor2 | 3 |
Power and IR drop assume default switching activity.
